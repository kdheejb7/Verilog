==> design/flow/design.v <==
module register(CLK, RegW, RESET, DR, SR1, SR2, Reg_in, ReadReg1, ReadReg2);
	input CLK, RegW, RESET;
	input [3:0] DR, SR1, SR2;	  
	input [31:0] Reg_in;
	output [31:0] ReadReg1, ReadReg2;
	reg [31:0] REG[0:31];
	assign ReadReg1 = REG[SR1];
	assign ReadReg2 = REG[SR2];
	integer i;
	always@(posedge CLK, posedge RESET) begin
		if (RESET) begin
			for (i=0; i<32; i=i+1) begin
				REG[i] = 0;
			end
		end
		else begin
			if(RegW==1'b1) begin
				REG[DR] <= Reg_in[31:0];
			end
		end
	end
endmodule
==> design/flow/run.sh <==
#!/bin/bash
# OpenROAD 26Q1-2900-gdf79404cd8, Yosys 0.63+post, stock flow scripts
make -C /OpenROAD-flow-scripts/flow DESIGN_CONFIG=/design/flow/config.mk WORK_HOME=/design/flow/orfs finish
==> design/flow/config.mk <==
export PLATFORM = sky130hd
export DESIGN_NAME = register
export DESIGN_NICKNAME = register
export VERILOG_FILES = /design/flow/design.v
export SDC_FILE = /design/flow/constraint.sdc
export NUM_CORES = 4
export LEC_CHECK = 1
export CORE_UTILIZATION = 30
==> design/flow/constraint.sdc <==
current_design register

set clk_period 6.7
set clk_io_pct 0.2

create_clock -name clk0 -period $clk_period [get_ports {CLK}]

set non_clock_inputs [all_inputs -no_clocks]
set_input_delay [expr $clk_period * $clk_io_pct] -clock clk0 $non_clock_inputs
set_output_delay [expr $clk_period * $clk_io_pct] -clock clk0 [all_outputs]
==> run summary <==
flow finished, numbers: CP max stage delay=slightly above 1 ns, Antenna Cells=0, dpl cells=3518, synthesized flop and latch total=512, DRC violations left=0, Net Switching=2.88 mW, Skew-Pair Late Insertion Delay=about 0.62 ns, fp util=30.2%, Reg power frac=46.5%, Clock Power Share=between 30% and 40%, routability cong.=0.946, detailed-route via count=22300, GRT overflow=0, CP Launch Type=primary input, Pre-antenna DRT Iters=5, clk sink count=512, CTS tree=yes, RSZ-0062 raised after global routing=no, area delta synth->final=15.6%, IO Pins=111, Clock Skew=0 ns, core region area=0.0899 mm2, number of flops mapped to enable cells by yosys=0, Final setup viols=0, crit-path max FO=22, sequential area share after synthesis=47.2%, # fillers=8819, Commonest flop=dfrtp_1, Final Critical Period=6.13 ns, initial antenna violation count=2, final-report max-slew violation count=0, final WL=108000 um, Post-CTS Setup Inserts=0, Die ar.=0.0918 mm2, Req. time, crit path=about 5.4 ns, Max rail drop VDD=0.206 mV, fraction of layout cells with a size suffix above 1=30.9%, final hold violations=0, Chip Area, Yosys=0.0272 mm2, DIE HEIGHT=roughly 300 um, yosys cell count=about 2400, HPWL after detailed placement=between 60000 and 70000 um, clk buf depth=3, post-synth top area share=between 40% and 50%, vias in the first global route=about 22000, cell-internal power=6.66 mW, crit path kind=in -> out, Total GRT Usage=24.3%, routed len/inst=29.9 um, row count=110, Critical Path Stages=7, Logic pwr share=20.9%, sw frac=between 30% and 40%, multi-input logic area=0.0132 mm2, Max Freq=0.163 GHz, Hold WS=roughly 0.50 ns, top post-synthesis cells by count=512 x dfrtp_1, 511 x mux2_2, 227 x a22oi_1, largest net degree at the start of global routing=113, worst min path class=reg -> reg, Yosys cell types=55, Post-Synthesis Cell Area=0.0272 mm2, Die W=303 um, biggest regs=REG x512, CP Cell Sequence=buf_2 -> nand2_1 -> nor3b_4 -> a221oi_1 -> o21ai_0 -> o32a_1 -> clkdlybuf4s50_1, Mapped Cells=2386, global-route wire length before repair=157000 um, status=complete, no violations, Root Driver=clkbuf_16, max-cap check violation count=0, OpenROAD warnings=28, Hold-fix buffers, CTS=0, final worst-path cycle share=91.5%, Critical Path AT=4.79 ns, register area=0.0128 mm2, Buffers & Inverters on Critical Path=2, Power per Cell Area=303 mW/mm2, cell family with most CP delay=simple AND/OR/NAND/NOR gates, Critical Path Slowest Stage Cell=nor3b_4, Max-Slew Margin vs Limit=approximately 30%, Critical Path End Type=output pin, FF-to-FF path depth=1, Async SR Flop Fraction=100%, Least-Margin Pin Slew=1.05 ns, max reg flops=512, routed vias/inst=6.17, H-Tree Level Count=2, Final ANT Viol Nets=0, Num CTS Buffers=approximately 55, Resized cells post-CTS=0, Cell area leaders=dfrtp_1 47%, mux2_2 21%, a22oi_1 6.3%, Reg with most FFs=REG, Detailed Route Iter0 Violations=2463, number of port buffers=110, Mean Syn Cell Area=11.4 um2, Synthesis Warnings=2, Post-Layout Cell Count=~3600, CTS clk-pin slew, worst paths=0.06 ns, Hold Path Stages=1, cell taking the most area after synthesis=dfrtp_1, most frequent cell after synthesis=dfrtp_1, leakage power=12.6 nW
==> layout by cell type (no fill, tap or decap), types with 68 or more instances in the layout <==
cell type        count
a221oi_1            88
a22oi_1            227
o21ai_0             68
nor2_1             111
buf_4               90
clkdlybuf4s50_1    102
o22ai_1            124
mux2_2             511
dfrtp_1            512
a21oi_1             69
==> per-layer routing <==
| layer | up-vias | GRT usage, % | wire length, um |
|---|---|---|---|
| met5 | - | 0 | 28 |
| met4 | 4 | 9.07 | 5220 |
| met2 | 1475 | 35.7 | 47900 |
| li1 | 9186 | - | - |
| met1 | 11300 | 32.7 | 41700 |
| met3 | 357 | 9.64 | 13400 |
==> stage by stage <==
step	util [%]	setup TNS (ns)	setup slack [ns]	power [mW]	cell area [um2]
detailed placement	32.9	0	0.837	6.44	29600
finish	35.0	0	0.567	9.53	31400
global placement	32.9	0	0.824	6.41	29600
global route	35.0	0	0.658	9.93	31400
CTS	35.0	0	0.815	9.54	31400
floorplan	-	-815.27	-1.59	5.60	27200
==> area by class of cell <==
| type | count | share of cell area [%] |
|---|---|---|
| Inverter | 39 | 0.478 |
| Sequential cell | 512 | 40.8 |
| Timing Repair Buffer | 208 | 6.13 |
| Tap cell | 1176 | 4.68 |
| Clock buffer | 83 | 5.26 |
| Clock inverter | 19 | 0.518 |
| Multi-Input combinational cell | 1583 | 42.1 |
==> power by group through the flow <==
stage | clock network [mW] | logic [mW] | registers, mW
CTS | 3.14 | 1.98 | 4.42
global route | 3.26 | 2.14 | 4.53
finish | 3.11 | 1.99 | 4.44
==> final timing paths <==
kind | from | to | slack, ns
max | SR2[0] | ReadReg2[15] | 0.57
min | REG[8][2]$_DFFE_PP0P_ | REG[8][2]$_DFFE_PP0P_ | 0.50
max reg2reg | REG[0][14]$_DFFE_PP0P_ | REG[0][14]$_DFFE_PP0P_ | 5.84
min reg2reg | REG[8][2]$_DFFE_PP0P_ | REG[8][2]$_DFFE_PP0P_ | 0.50
max in group asynchronous | RESET | REG[11][7]$_DFFE_PP0P_ | 3.95
min in group asynchronous | RESET | REG[12][0]$_DFFE_PP0P_ | 1.16
==> cell families (layout without fill, tap and decap cells) <==
logic type	Yosys count	count (layout)	share of synthesized area, %
muxes	570	570	23.4
DFF	512	512	47.2
buffers and inverters	291	349	4.92
and+or+nand+nor	294	294	5.40
AOI/OAI and AO/OA	719	719	19.1
Power figures rest on the tool's default switching activity, not on a simulated workload.
