[run.sh]
#!/bin/bash
# OpenROAD 26Q1-2900-gdf79404cd8, Yosys 0.63+post, stock flow scripts
make -C /OpenROAD-flow-scripts/flow DESIGN_CONFIG=/design/flow/config.mk WORK_HOME=/design/flow/orfs finish
[config.mk]
export PLATFORM = sky130hd
export DESIGN_NAME = PC
export DESIGN_NICKNAME = PC
export VERILOG_FILES = /design/flow/design.v
export SDC_FILE = /design/flow/constraint.sdc
export NUM_CORES = 4
export LEC_CHECK = 1
export CORE_UTILIZATION = 50
[constraint.sdc]
current_design PC

set clk_period 13.4
set clk_io_pct 0.2

create_clock -name clk0 -period $clk_period [get_ports {CLK}]

set non_clock_inputs [all_inputs -no_clocks]
set_input_delay [expr $clk_period * $clk_io_pct] -clock clk0 $non_clock_inputs
set_output_delay [expr $clk_period * $clk_io_pct] -clock clk0 [all_outputs]
[design.v]
module PC(branch, CLK, sign_extended, RESET, address);
	input branch, CLK, RESET;	
	input [31:0] sign_extended;
	output reg[31:0] address;
	always@(posedge CLK or posedge RESET)begin
		if (RESET)
			address = 0;
		else 
			address = address + 4 + (branch? sign_extended : 0);
	end
endmodule
==> flow_summary.yaml <==
# implementation run metrics
setup_path:
  path_class: "input pin to register"
  crit_fanout: 32
  crit_path_end_kind: "register"
  critical_path_required_ns: 13.57
  worstPathArrival_ns: 5.86
  critPathLaunchType: "input pin"
cts:
  cts.clk_slew.worst_paths_ns: 0.07
  htreeDepth: 2
  clock_path_buffers: 2
  cts.sinks: 32
  cts_resized: 0
  cts_tree: "yes"
  clockRootBuffer: "clkbuf_8"
  cts_setup_buffers: 0
  numCtsBuffers: 5
  cts_hold_buf: 0
  insertion_delay_ns: 0.29
synthesis:
  ys_area_um2: 3070
  synth_top_flop_cell: "dfrtp_1"
  ys_cells: 321
  edf_count: 0
  postSynthSeqShare_pct: 26.08
  ys_async_sr_fraction_pct: 100.0
  syn_avg_cell_area_um2: 9.565
  synth_warnings: 1
  yosysUniqueCellTypes: 49
  netlist_instances: 321
  synth_area_um2: 3070
  ys_ff: 32
pwr:
  power.leakage_nw: 1.805
  ir_worst_vdd_v: 0.0001216
  p_clk_share_pct: 9.4
  switching_share_pct: 42.10
  intPower_uw: 479.7
  p_total_uw: 828.5
  p_sw_uw: 348.8
  powerDensity_nw_per_um2: 213.8
  combPwrFrac_pct: 68.7
  p_seq_share_pct: 21.8
finish:
  layout-drive-gt1-share_pct: 6.736
  fillerInstances: 524
  largest_reg_flops: 32
  finalCoreUtilization_pct: 65.45
  area_growth_pct: 26.20
  postLayoutCellArea_um2: 3875
run:
  warnings: 26
  maxCapViolCount: 0
timing:
  hold_viol: 0
  rsz0062_at_grt: "false"
  fin_hold_ws_ns: 0.5136
  finalCritPeriodShare_pct: 42.47
  slew_headroom_pct: 69.53
  finalSetupViolCount: 0
  max_freq_mhz: 175.7
  final_max_slew_viol_count: 0
  finalSetupTns_ns: 0
  skew_ns: 0.003965
  period_minus_slack_ns: 5.691
  worstMarginPinSlew_ns: 0.4514
placed_design:
  place_congestion: 0.8231
  dp_hpwl_um: 5026
  numPortBuffers: 66
  dpl_cell_area_um2: 3785
global_route:
  grt_pass1_wl_um: 11290
  grt_util_all_layers_pct: 22.76
  grt_pass1_vias: 2441
  grt_max_degree: 33
  grt_overflow: 0
  antenna_found_initial: 0
floorplan:
  die_w_um: 80.37
  fp.dieH_um: 80.37
  pin_count: 67
  chipArea_um2: 6459
  initCoreUtil_pct: 51.86
  core_um2: 5921
  rows: 28
detailed_routing:
  first_pass_iters: 4
  postRouteAntennaNets: 0
  insertedDiodeCount: 0
  drtIter0Drc: 105
  num_vias: 2510
  via_per_inst: 5.445
  drt-total-wl_um: 6369
  wl_per_cell_um: 13.82
  drcViolationCount: 0
worst_hold_path:
  hold_class: "register to register"
status:
  status: "completed"
## cells in the final DEF (no fill, tap or decap), types with 3 or more instances in the layout
master / count
a31oi_1: 7
a211oi_1: 4
dfrtp_1: 32
inv_1: 6
and2_1: 30
clkdlybuf4s50_1: 66
nand2_1: 20
nor2_1: 12
o31ai_1: 5
ha_1: 61
a21o_2: 3
a21o_1: 12
a21oi_1: 26
clkbuf_8: 6
o21ai_0: 15
nor3_1: 4
nand4_1: 6
xor2_1: 12
xnor2_1: 17
o21a_1: 4
## per-layer routing
| layer | GRT usage [%] | vias up | wire length (µm) |
|---|---|---|---|
| met5 | 0 | - | 0 |
| met4 | 1.964 | 0 | 63 |
| met3 | 3.806 | 6 | 275 |
| met2 | 35.51 | 60 | 2894 |
| met1 | 35.14 | 1128 | 3135 |
| li1 | - | 1316 | - |
## kinds of logic (layout without fill, tap and decap cells)
| group | count (synthesis) | after routing | share of synthesized area (%) |
|---|---|---|---|
| compound gates | 97 | 97 | 22.70 |
| simple gates | 84 | 84 | 14.91 |
| xor+xnor | 29 | 29 | 8.272 |
| fa+ha+maj | 62 | 62 | 25.51 |
| flops | 32 | 32 | 26.08 |
| buf+inv | 17 | 82 | 2.526 |
## layout make-up
cell class / instances / area, µm² / area share [%]
Inverter: 6 / 22.52 / 0.5812
Timing Repair Buffer: 68 / 675.6 / 17.44
Sequential cell: 32 / 800.8 / 20.67
Tap cell: 75 / 93.84 / 2.422
Multi-Input combinational cell: 272 / 2192 / 56.57
Clock buffer: 8 / 90.09 / 2.325
## critical path, stage by stage
cell             delay, ns
clkdlybuf4s50_1       0.46
buf_4                 0.26
and2_1                0.17
ha_1                  0.22
ha_1                  0.24
fa_1                  0.41
a21o_2                0.23
nand4_4               0.13
a211oi_1              0.09
o21a_1                0.24
a21oi_1               0.36
o21ai_0               0.19
xor2_1                0.16
## per-stage QoR
stage,std cells,setup WS [ns]
floorplan,321,8.264
global placement,453,7.383
detailed placement,453,7.357
CTS,461,7.660
global route,461,7.538
finish,461,7.709
## synthesized netlist by cell type (all sizes together) (2+ instances only)
| library cell | count | share of area [%] |
|---|---|---|
| o21a | 4 | 0.98 |
| dfrtp | 32 | 26 |
| o41ai | 2 | 1.1 |
| and3 | 2 | 0.41 |
| nand2b | 2 | 0.41 |
| a221o | 2 | 0.69 |
| nor2 | 12 | 1.5 |
| ha | 61 | 25 |
| o21bai | 2 | 0.49 |
| nand2 | 21 | 2.6 |
| xor2 | 12 | 3.4 |
| xnor2 | 17 | 4.8 |
| a211oi | 4 | 0.98 |
| buf | 7 | 1.3 |
| a31oi | 7 | 1.4 |
| o311ai | 2 | 0.57 |
| nand4 | 7 | 1.9 |
| a221oi | 2 | 0.77 |
| a21oi | 27 | 4.5 |
| inv | 6 | 0.73 |
| o31ai | 6 | 1.6 |
| a21o | 15 | 3.8 |
| nor3 | 4 | 0.65 |
| clkbuf | 4 | 0.49 |
| and2 | 32 | 6.6 |
| o21ai | 17 | 2.8 |
## power by group through the flow
stage | Sequential, mW | Combinational, mW | Clock (mW)
CTS | 0.182 | 0.576 | 0.0811
global route | 0.188 | 0.645 | 0.0853
finish | 0.181 | 0.569 | 0.0780
## path summary, 6_finish.rpt
kind / slack (ns) / cells after the start / start / endpoint
min reg2reg: 0.51 / 1 / address[0] / address[0]
max in group asynchronous: 10.30 / 3 / RESET / address[27]
max: 7.71 / 13 / branch / address[25]
min: 0.51 / 1 / address[0] / address[0]
min in group asynchronous: 2.78 / 3 / RESET / address[5]
max reg2reg: 10.55 / 10 / address[1] / address[25]
No activity file was given, so power comes from the tool's default toggle rates.
